## ./config.mk

```make
export PLATFORM = sky130hd
export DESIGN_NAME = loading_buffer
export DESIGN_NICKNAME = loading_buffer
export VERILOG_FILES = /design/flow/design.v
export SDC_FILE = /design/flow/constraint.sdc
export NUM_CORES = 4
export LEC_CHECK = 1
export CORE_AREA = 10 10 620 620
export DIE_AREA = 0 0 630 630
```

## ./constraint.sdc

```tcl
current_design loading_buffer

set clk_period 1.0
set clk_io_pct 0.2

create_clock -name clk0 -period $clk_period [get_ports {clk}]

set non_clock_inputs [all_inputs -no_clocks]
set_input_delay [expr $clk_period * $clk_io_pct] -clock clk0 $non_clock_inputs
set_output_delay [expr $clk_period * $clk_io_pct] -clock clk0 [all_outputs]
```

## ./design.v

```verilog
module loading_buffer(
	input wire clk,
	input wire n_rst,
	input wire shift_in,
	input wire [7:0] data_in,
	output reg [127:0][7:0] buffer_out
);
reg [127:0][7:0] out_buffers;
reg [127:0][7:0] nxt_buffers;
int i;
always_ff@ (posedge clk,negedge n_rst)
begin
	if(n_rst == 1'b0)
		out_buffers <= '0;	
	else
		out_buffers <= nxt_buffers;	
end
always_comb
begin
	if(shift_in == 1'b1)
	begin
		for(i=1;i<128;i++)
		begin
			nxt_buffers[i] = out_buffers[i-1] ;
		end
		nxt_buffers[0] = data_in;
	end
	else
	begin
		for(i=0;i<128;i++)begin
			nxt_buffers[i]= out_buffers[i] ;
		end
	end
	for(i=0;i<128;i++)begin
		buffer_out[i]= out_buffers[i];
	end
end
endmodule
```

## ./run.sh

```bash
#!/bin/bash
# OpenROAD 26Q1-2900-gdf79404cd8, Yosys 0.63+post, stock flow scripts
make -C /OpenROAD-flow-scripts/flow DESIGN_CONFIG=/design/flow/config.mk WORK_HOME=/design/flow/orfs finish
```

==> notes.md <==
fresh numbers from the pnr run: vias=27,800, RSZ-0062 raised after global routing=yes, area leader, netlist=dfrtp_1, CP max-delay cell=dfrtp_2, Syn Area/Cell=17.6 um^2, drt via density=2.87, CTS tree=done, Max stage delay on crit path=480 ps, Core Density at Floorplan=0.103, Static Leakage=34.9 nW, clock root cell=clkbuf_16, layout cells sized above 1=0.782, 1st-iter DRT viols=1,031, fmax=574 MHz, final worst-path cycle share=1.74, max reg flops=1,024, total grt overflow=0, Hold WC Path Type=input port to async pin, Layout area overhead=74.0%, r2r worst-path depth=5, startpoint types=flop, Worst-Margin Slew=581 ps, fin. max-slew vios=0, Critical Path RT=800 ps, CP Class=flop to output pin, CTS Sinks=1,024, final core utilization=0.179, critical path startpoint=out_buffers[293], Final Hold Fails=0, Final Power=116 mW, status=complete, but fails checks, largest net degree at the start of global routing=65, pwr dens=1760 mW/mm^2, peak supply drop=1.64 mV, final setup margin=-742 ps, failing checks=setup timing, register area share after synthesis=0.675, FF-to-FF End=out_buffers[15], max_cap viols=0, 1st-pass router iterations=4, initial antenna violation count=33, Top-area cell share=0.675, Max-slew headroom=0.611, Ports=1,035, fill count=40,000, die height=630 um, WL final=167,000 um, crit path DAT=1540 ps, Die ar.=0.397 mm^2, yosys cell count=2,162, Setup TNS=-616,480 ps, clk ins delay skew pair=930 ps, Post-DP HPWL=133,000 um, flop2flop setup slack=-320 ps, tool warnings=29, Die Wd=630 um, first-pass GRT wire length=231,000 um, core region area=0.370 mm^2, reg2reg start=out_buffers[7], sequential cell area=0.0257 mm^2, vias in the first global route=29,500, crit-path max FO=2, Top cells by area=dfrtp_1, mux2_2, buf_6, CTS HTree Levels=3, clock slew at reported path FFs=50 ps, most numerous logic cell after layout=buf_4, Worst Setup End Kind=output pin, mapped cell area=0.0380 mm^2, buffer depth of the longest clock path=4, Setup Skew=147 ps, end of the critical path=buffer_out[293], biggest registers after layout=out_buffers: 1024 flops, wire per inst=17.3 um, area of the multi-input gates=0.0117 mm^2, DRC violations left=0, final setup vio count=1,527, row cnt=223, post-synth area from yosys stat=0.0380 mm^2, Ys Warns=1, Final min period=1740 ps, Port Buf Inserts=1,034, Top reg by flops=out_buffers, Syn Inst Count=2,162, flops & latches, synth=1,024, Hold Slack=33.7 ps, Post-DRT Antenna Nets=0, Unique cell types=4, crit-path cells=buf_6 > buf_12, global placer's final weighted congestion=0.877, clock buffer count from CTS=122, gr usage total=0.0820, Top Layout Cells=buf_4, dfrtp_1, mux2_2
[layout make-up]
type                       count  share of cell area
timing repair buffer        2459               0.281
multi-input combinational   1024               0.177
clock buffer                 176              0.0526
clock inverter                29             0.00555
antenna                       17            0.000644
sequential                  1024               0.389
tap                         4950              0.0937
[synth_stat cells]
| library cell | count |
|---|---|
| buf_2 | 73 |
| dfrtp_1 | 1024 |
| mux2_2 | 1024 |
| buf_6 | 41 |
[critical path: cells and delay by family (launching register included)]
family	cells	cell delay [ps]
buffers and inverters	2	260
DFF	1	480
[per-layer routing]
metal  vias to the layer above  wire length, um  GRT usage
met1                     13900            60000     0.0904
met3                       289            11900     0.0261
met2                       822            85500      0.144
met4                         0             9610     0.0361
met5                         -                0          0
li1                      12700                -          -
[metrics by stage]
stage          setup slack (ps)  area (um^2)  std cells
2_1_floorplan              -139        38200       2162
3_3_place_gp               -513        62500       9021
3_5_place_dp               -505        62500       9021
4_1_cts                    -917        64800       9519
5_1_grt                    -876        66100       9668
6_report                   -742        66100       9679
[where the power goes]
group,internal (mW),total (mW),switching (mW)
clock,25.4,43.3,17.9
sequential,45.5,48.7,3.16
combinational,15.1,24.5,9.37
total,86.1,116,30.4
[logic make-up after synthesis]
family and share of synthesized area:
mux 0.304, flops 0.675, buf+inv 0.0218
[timing repair]
action,CTS,global route
endpoints found under the setup margin,1081,1733
setup buffers,283,159
cloned,0,0
resized,3742,55
pin swaps,0,0
hold buffers,4,0
endpoints found under the hold margin,1074,0
[worst min-delay path by stage]
stage / to / cells past startpoint
finish: out_buffers[717] / 3
CTS: out_buffers[672] / 4
global route: out_buffers[717] / 3
Power and IR drop assume default switching activity.
