--- ./run.sh ---
#!/bin/bash
# OpenROAD 26Q1-2900-gdf79404cd8, Yosys 0.63+post, stock flow scripts
make -C /OpenROAD-flow-scripts/flow DESIGN_CONFIG=/design/flow/config.mk WORK_HOME=/design/flow/orfs finish
--- ./config.mk ---
export PLATFORM = sky130hd
export DESIGN_NAME = mul_wrapper
export DESIGN_NICKNAME = mul_wrapper
export VERILOG_FILES = /design/flow/design.v
export SDC_FILE = /design/flow/constraint.sdc
export NUM_CORES = 4
export LEC_CHECK = 1
export CORE_UTILIZATION = 40
--- ./constraint.sdc ---
current_design mul_wrapper

set clk_period 19.2
set clk_io_pct 0.2

create_clock -name clk0 -period $clk_period

set non_clock_inputs [all_inputs -no_clocks]
set_input_delay [expr $clk_period * $clk_io_pct] -clock clk0 $non_clock_inputs
set_output_delay [expr $clk_period * $clk_io_pct] -clock clk0 [all_outputs]
--- ./design.v ---
module complex_mul(
input wire signed [15:0] real_in,
input wire signed [15:0] complex_in,
input wire signed [15:0] twiddle_real,
input wire signed [15:0] twiddle_complex,
output reg signed [15:0] C_out,
output reg signed [15:0] R_out
);
reg signed [31:0] tmpR,tmpC;
always_comb
begin
	tmpR = real_in * twiddle_real - complex_in * twiddle_complex;
	tmpC = real_in * twiddle_complex + twiddle_real * complex_in;
	R_out = {tmpR[31],tmpR[29:15]};
	C_out = {tmpC[31],tmpC[29:15]};
end
endmodule
module mul_wrapper(
input wire [3:0][15:0] real_in,
input wire [3:0][15:0] complex_in,
input wire [3:0][15:0] real_twid,
input wire [3:0][15:0] complex_twid,
output reg [3:0][15:0] real_out,
output reg [3:0][15:0] complex_out
);
complex_mul mul_1(
	.real_in(real_in[3]),
	.complex_in(complex_in[3]),
	.twiddle_real(real_twid[3]),
	.twiddle_complex(complex_twid[3]),
	.C_out(complex_out[3]),
	.R_out(real_out[3])	
);
complex_mul mul_2(
	.real_in(real_in[2]),
	.complex_in(complex_in[2]),
	.twiddle_real(real_twid[2]),
	.twiddle_complex(complex_twid[2]),
	.C_out(complex_out[2]),
	.R_out(real_out[2])	
);
complex_mul mul_3(
	.real_in(real_in[1]),
	.complex_in(complex_in[1]),
	.twiddle_real(real_twid[1]),
	.twiddle_complex(complex_twid[1]),
	.C_out(complex_out[1]),
	.R_out(real_out[1])	
);
complex_mul mul_4(
	.real_in(real_in[0]),
	.complex_in(complex_in[0]),
	.twiddle_real(real_twid[0]),
	.twiddle_complex(complex_twid[0]),
	.C_out(complex_out[0]),
	.R_out(real_out[0])	
);
endmodule
==> results.py <==
# Generated from Yosys and OpenROAD reports
metrics = {
    "outcome": {
        "status": "completed",
    },
    "floorplan": {
        "design.core.area_um2": 386000,
        "fp.dieH_um": 625,
        "die_x_um": 625,
        "ios": 384,
        "fp_util_pct": 40.2,
        "rows": 228,
        "die_area_um2": 390000,
    },
    "grt": {
        "grt_pass1_wl_um": 627000,
        "track_usage_pct": 22.2,
        "first_global_vias": 114041,
        "grt_max_degree": 35,
        "antenna_found_initial": 14,
        "grt.overflow.total": 0,
    },
    "drt": {
        "drt_pass1_iterations": 5,
        "avgViaCountPerCell": 4.66,
        "initialDrtViolationCount": 3284,
        "drc": 0,
        "wl_um": 373000,
        "num_vias": 100942,
        "post_drt_wl_per_cell_um": 17.2,
        "drtAntennaViolNets": 0,
    },
    "yosys": {
        "ys_types": 57,
        "top_cell": "inv_1",
        "ys_sh_mux_pct": 0,
        "top_cells_by_count": "5074 x inv_1, 4592 x fa_1, 2047 x nand2_1, 1830 x and2_1, 1196 x ha_1",
        "synthesis.area_um2": 155000,
        "yosys-stat-cells": 16564,
        "avgSynthCellArea_um2": 9.36,
        "area_leaders": "fa_1 59%, inv_1 12%, ha_1 9.7%",
        "synthXorXnorAreaFrac_pct": 1.69,
        "top_logic_kind": "adder cells",
        "yosys.area.top_type": "fa_1",
        "compound_area_share_pct": 1.20,
        "yosys_warnings": 1,
        "synth.yosys.seq_area_share_pct": 0,
        "adder_share_pct": 68.9,
        "top_area_share_pct": 59.3,
        "synth_cells": 16564,
        "synth-simple-area-share_pct": 14.0,
        "synth_chip_area_um2": 155000,
    },
    "power": {
        "power_density_nw_per_um2": 751,
        "internal_power_mw": 62.0,
        "p_leak_nw": 85.0,
        "swShare_pct": 49.9,
        "p_sw_mw": 61.7,
        "ir_worst_vdd_uv": 5140,
    },
    "run": {
        "warning_count": 48,
        "cap_violations": 0,
    },
    "placed_design": {
        "port_buffers": 384,
        "place_congestion": 0.892,
        "place_hpwl_um": 306000,
        "dp_cells": 21650,
    },
    "clock_tree": {
        "ctsResizeCount": 0,
        "holdBufCountCts": 0,
        "postCtsSetupBuffers": 0,
    },
    "timing": {
        "fin_tns_setup_ps": 0,
        "finalMaxSlewViolations": 0,
        "period_used_pct": 88.8,
        "max_slew.worst_pin.slew_ps": 1230,
        "hold_viol": 0,
        "grt_setup_unrepaired": "no",
        "finalCriticalPeriod_ps": 17060,
        "relSlewSlack_pct": 17.1,
        "fmax_mhz": 58.6,
        "setup_violations": 0,
    },
    "final_layout": {
        "fill_cells": 37469,
        "register_area_um2": 0,
        "logic_area_um2": 133000,
        "drive_above_1_share_pct": 1.91,
        "final_cells": 21654,
        "ff_count": 0,
        "syn_to_final_growth_pct": 6.24,
        "nClkBuffers": 0,
    },
    "critical_path": {
        "cp-start-kind": "primary input",
        "critPathCaptureType": "primary output",
        "critPathMaxFanout": 19,
        "crit_type": "primary input to primary output",
        "cpPeakStageDelay_ps": 920,
        "critical_path_arrival_ps": 13220,
        "cpMostUsedCell": "fa_1",
        "crit_slowest_cell": "clkdlybuf4s50_1",
        "cp_data_required_time_ps": 15360,
    },
    "worst_hold_path": {
        "hp-class": "primary input to primary output",
    },
}
[metrics by stage]
step,cell area (um^2),hold slack [ps],utilization [%],worst slack (ps),power (mW)
2_1_floorplan,155000,8130,-,4320,66.6
3_3_place_gp,165000,9670,42.7,2170,126
3_5_place_dp,165000,9650,42.7,2210,126
4_1_cts,165000,9670,42.7,2160,127
5_1_grt,165000,9770,42.7,1550,139
6_report,165000,9640,42.7,2140,124
[final timing paths]
check,cells past startpoint,from,slack (ps),end
worst max-delay path,27,complex_in[4],2140,complex_out[10]
worst min-delay path,9,real_twid[31],9640,real_out[31]
[power by group through the flow]
stage                    Clock [mW]  Sequential, mW  Combinational, mW
after CTS                         0               0                127
after global routing  0.00000000697               0                139
[layout make-up]
cell class,count,share of cell area [%]
diodes,4,0.00608
repair buffers,680,3.68
inverters,5074,11.6
multi-input cells,10721,80.8
well taps,5175,3.93
[critical path: cells and delay by family]
kind	cells	cell delay [ps]
buf+inv	7	2250
simple gates	2	330
fa+ha+maj	9	4230
xor+xnor	1	290
compound gates	8	2270
[cells by family (layout without fill, tap and decap cells)]
logic type | Yosys count | count (layout)
buf+inv | 5843 | 5754
compound gates | 283 | 283
fa+ha+maj | 5788 | 5788
other cells | 0 | 4
simple gates | 4350 | 4350
xor+xnor | 300 | 300
[cells in the final DEF (no fill, tap or decap), drive strengths merged, types with 3 or more instances in the layout]
cell type	n
a2111oi	8
a211oi	13
a21boi	3
a21o	46
a21oi	81
a221oi	3
a31oi	4
and2	1830
and3	8
buf	296
clkdlybuf4s50	384
diode	4
fa	4592
ha	1196
inv	5074
nand2	2047
nand2b	103
nand3	19
nand4	21
nand4b	4
nor2	130
nor2b	130
nor3	30
nor3b	3
o211ai	7
o21a	27
o21ai	54
o21ba	3
o21bai	9
o31ai	6
o41a	3
o41ai	3
or2	8
or3	8
xnor2	241
xor2	59
[layer usage]
layer | share of wire [%] | vias to the layer above | global-route usage (%) | wire (um)
met5 | 0.041 | - | 0.0494 | 152
li1 | - | 45468 | - | -
met4 | 2.0 | 22 | 3.16 | 7630
met2 | 49 | 3306 | 35.3 | 184000
met1 | 40 | 51838 | 31.5 | 149000
met3 | 8.7 | 308 | 7.74 | 32400
Power and IR drop assume default switching activity.
